<file path="design.v">
module PE #(
    parameter DATAWIDTH = 16
) (
    input logic clk,
    input logic rst_n,
    input logic [DATAWIDTH - 1:0] a, b,
    output logic [(DATAWIDTH*2) - 1:0] c,
    output logic [DATAWIDTH - 1:0] a_out,  
    output logic [DATAWIDTH - 1:0] b_out   
);
    always_ff @(posedge clk, negedge rst_n) begin
        if (!rst_n) begin
            a_out <= 0;
            b_out <= 0;
            c <= 0;
        end
        else begin
            c <= c + (a * b);  
            a_out <= a;        
            b_out <= b;        
        end
    end
endmodule
</file>
<file path="run.sh">
#!/bin/bash
# OpenROAD 26Q1-2900-gdf79404cd8, Yosys 0.63+post, stock flow scripts
make -C /OpenROAD-flow-scripts/flow DESIGN_CONFIG=/design/flow/config.mk WORK_HOME=/design/flow/orfs finish
</file>
<file path="config.mk">
export PLATFORM = sky130hd
export DESIGN_NAME = PE
export DESIGN_NICKNAME = PE
export VERILOG_FILES = /design/flow/design.v
export SDC_FILE = /design/flow/constraint.sdc
export NUM_CORES = 4
export LEC_CHECK = 1
export CORE_UTILIZATION = 40
</file>
<file path="constraint.sdc">
current_design PE

set clk_period 15.3
set clk_io_pct 0.2

create_clock -name clk0 -period $clk_period [get_ports {clk}]

set non_clock_inputs [all_inputs -no_clocks]
set_input_delay [expr $clk_period * $clk_io_pct] -clock clk0 $non_clock_inputs
set_output_delay [expr $clk_period * $clk_io_pct] -clock clk0 [all_outputs]
</file>
==> results.cfg <==
; implementation run metrics
[run_status]
outcome = complete, no violations

[final_timing]
max-slew-margin-rel_pct = 44.4
rsz0062_at_grt = false
hold_slack_ps = 509
final-setup-viol-count = 0
final-max-slew-violation-count = 0
period_used_pct = 59.7
hold_viol = 0
finClkSkew_ps = 7.84
worst_pin_slew_ps = 831
fmaxAchievable_mhz = 109
period_needed_ps = 9140
fin_tns_setup_ps = 0

[final_layout]
fillers = 2542
post-route-util_pct = 46.6
seq_area_um2 = 1600
synthToLayoutAreaGrowth_pct = 14.1
drive_gt1_share_pct = 1.99
logic_area_um2 = 8080
stdcell_count = 1595

[critical_path]
worstPathArrival_ps = 9370
cp-start-kind = input pin
crit_path_max_fanout = 17
path_class = in -> reg
critPathCaptureType = flip-flop
critPathRequiredTime_ps = 15530

[floorplanning]
ios = 98
num_rows = 60
core_um2 = 27000
fp_util_pct = 40.9
die_h_um = 168
die_x_um = 168
die-area_um2 = 28300

[global_routing]
grt_pass1_wl_mm = 42.6
antenna_found_initial = 0
grt_pass1_vias = 8240
grt_remaining_overflow = 0
grt_max_degree = 40
grt_use_total_pct = 20.3

[synth]
top_cell = inv_1
topCellsByArea = fa_1 41%, dfrtp_1 14%, ha_1 11%
synth.distinct_cells = 40
ys_chip_area_um2 = 11100
synth.avg_cell_area_um2 = 9.39
ys_warn_count = 1
synth_flops = 64
synth_seq_share_pct = 14.5
async_flop_share_pct = 100
synthTopCellsByCount = 324 x inv_1, 225 x fa_1, 158 x nand2_1, 115 x and2_1, 99 x ha_1
syn_area_um2 = 11100
syn_inst = 1177
synth_stat.cells = 1177
yosys.area.top_type = fa_1
flop_cell = dfrtp_1
top_area_share_pct = 40.8
edf_count = 0

[job]
drv_cap = 0
warnings = 25

[route]
diodes = 0
dr_total_vias = 7618
drc_errors = 0
wl_mm = 24.9
dr.pass1.iters = 5
drtIter0Drc = 359
ant_nets = 0
via_per_inst = 4.78
wl_per_cell_um = 15.6

[clock_network]
clock-root-buffer = clkbuf_16
cts_tree = done
ctsHoldBuffers = 0
cts_resized = 0
cts.sinks = 64
clockBufferDepth = 2
clkTransAtPathRegs_ps = 60
post-cts-setup-buffers = 0
h-tree-depth = 3
clk_latency_ps = 350
numCtsBuffers = 9

[worst_hold_path]
hp-class = reg -> reg

[placement]
hpwl_mm = 20.4
portBuffers = 97
gp_congestion = 0.908
placed_cells = 1579
-- per-layer routing --
layer	up-vias	global-route usage (%)	part of all wire, %	wire length (um)
li1	3577	-	-	-
met1	3778	31.0	45	11300
met2	239	29.9	44	11000
met3	24	7.37	8.6	2140
met4	0	2.81	1.6	405
met5	-	0	0	0
-- worst max-delay path, cell delays in order --
cell and delay (ps):
clkdlybuf4s50_1 980, nand2_1 170, fa_1 570, inv_1 50, fa_1 510, inv_1 60, fa_1 590, inv_1 70
fa_1 460, fa_1 500, inv_1 50, fa_1 480, inv_1 40, ha_1 410, nand3_1 160, nor2_1 250
a221oi_2 170, o31ai_1 400, o221ai_1 220, xnor2_1 160
-- cells by family (layout without fill, tap and decap cells) --
| group | after synthesis | count (layout) | share of synthesized area [%] |
|---|---|---|---|
| fa+ha+maj | 324 | 324 | 52.0 |
| flops | 64 | 64 | 14.5 |
| simple gates | 314 | 314 | 13.8 |
| buf+inv | 364 | 441 | 12.4 |
| xor+xnor | 30 | 30 | 2.38 |
| compound gates | 81 | 81 | 4.99 |
-- flip-flops by register name, summed over array words and instances (netlist names) --
name	cells
c	32
b_out	16
a_out	16
-- cell usage in the layout, fill, tap and decap left out, types with 3 or more instances in the layout --
master,instances
and2_1,115
o21bai_1,4
a211o_1,3
a211oi_1,5
fa_1,225
nand3_1,4
a21o_1,10
and3_1,4
nand2_1,158
clkbuf_16,9
inv_1,324
o21ai_0,14
nand4_1,5
xnor2_1,18
dfrtp_1,64
nand2b_1,5
xor2_1,12
ha_1,99
a21oi_1,20
nor2_1,16
a31oi_1,4
o21a_1,5
buf_4,4
clkdlybuf4s50_1,96
-- final timing paths --
kind                             endpoint  cells past startpoint  slack [ps]  startpoint
worst min register to register       c[0]                      1         510        c[0]
worst min-delay path                 c[0]                      1         510        c[0]
worst max-delay path                c[31]                     20        6160        a[7]
min in group asynchronous        b_out[7]                      1        2740       rst_n
worst max register to register      c[31]                     16       10560        c[8]
max in group asynchronous       a_out[14]                      2       11610       rst_n
-- per-stage QoR --
step           area [um2]  setup WS (ps)
4_1_cts             12600           6150
6_report            12600           6160
3_3_place_gp        12300           5860
2_1_floorplan       11100           6940
3_5_place_dp        12300           5790
5_1_grt             12600           5730
-- cell type report --
type | count | share of cell area, %
timing repair buffer | 101 | 7.90
sequential | 64 | 12.7
clock inverter | 6 | 0.347
inverter | 324 | 9.65
tap | 341 | 3.38
multi-input combinational | 749 | 64.1
clock buffer | 10 | 1.90
